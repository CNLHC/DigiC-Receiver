File: ./config.mk
export PLATFORM = sky130hd
export DESIGN_NAME = OFDM_Prefix_Wipe
export DESIGN_NICKNAME = OFDM_Prefix_Wipe
export VERILOG_FILES = /design/flow/design.v
export SDC_FILE = /design/flow/constraint.sdc
export NUM_CORES = 4
export LEC_CHECK = 1
export CORE_UTILIZATION = 30
File: ./constraint.sdc
current_design OFDM_Prefix_Wipe

set clk_period 3.7
set clk_io_pct 0.2

create_clock -name clk0 -period $clk_period [get_ports {clock_clk}]

set non_clock_inputs [all_inputs -no_clocks]
set_input_delay [expr $clk_period * $clk_io_pct] -clock clk0 $non_clock_inputs
set_output_delay [expr $clk_period * $clk_io_pct] -clock clk0 [all_outputs]
File: ./design.v
`timescale 1 ps / 1 ps
module OFDM_Prefix_Wipe (
		input  wire        clock_clk,                
		input  wire        reset_reset,              
		input  wire [31:0] asi_in0_data,             
		output wire        asi_in0_ready,            
		input  wire        asi_in0_valid,            
		input  wire        asi_in0_endofpacket,      
		input  wire        asi_in0_startofpacket,    
		output reg  [28:0] aso_out0_data,            
		input  wire        aso_out0_ready,           
		output reg         aso_out0_valid,           
		output reg         aso_out0_startofpacket, 
		output reg         aso_out0_endofpacket,
        output reg  [1:0]  aso_out0_error
    );
    reg tInnerState;
    reg [15:0]tBytesCounter;
    reg tPacketState;
    assign asi_in0_ready=1;
    always @(posedge reset_reset or posedge clock_clk) begin
        if(reset_reset)begin
            tInnerState<=0;
            tPacketState<=0;
        end
        else begin
            case(tInnerState)
                0:begin 
                    tPacketState<=0;
                    aso_out0_endofpacket<=0;
                    if(asi_in0_startofpacket)
                        tInnerState<=1;
                    if(asi_in0_valid)
                        tBytesCounter<=tBytesCounter+1;
                    else
                        tBytesCounter<=0;
                end
                1:begin  
                    aso_out0_valid<=0;
                    if(aso_out0_startofpacket)
                        aso_out0_startofpacket<=0;
                    if(aso_out0_endofpacket)begin
                        if(!asi_in0_endofpacket)
                            aso_out0_error<=2'b01;
                        aso_out0_endofpacket<=0;
                        aso_out0_valid<=0;
                    end
                    if(asi_in0_valid)begin
                        tBytesCounter<=tBytesCounter+1;
                        if (tBytesCounter>=255)begin
                            if(!tPacketState)begin
                                aso_out0_startofpacket<=1;
                                tPacketState<=1;
                            end
                            aso_out0_data[28:1]<=asi_in0_data[31:4];
                            aso_out0_data[0]<=0;
                            aso_out0_valid<=1;
                        end
                        if(tBytesCounter>=1278)begin
                            aso_out0_endofpacket<=1;
                        end
                    end
                end
            endcase
        end
    end
endmodule
File: ./run.sh
#!/bin/bash
# OpenROAD 26Q1-2900-gdf79404cd8, Yosys 0.63+post, stock flow scripts
make -C /OpenROAD-flow-scripts/flow DESIGN_CONFIG=/design/flow/config.mk WORK_HOME=/design/flow/orfs finish
==> run summary <==
Notes from the flow run.

Status:
- The run finished, with violations left.
- The final reports fail on DRC.

Routing:
- Across all layers, the routed design uses 1249 vias.
- The run gives the post-detailed-route wirelength per cell as 12.7 um.
- For this block, the initial DRC count from the detailed router was 84.
- The run gives the DRC violation count after routing as 26.
- Once detail routing completed, the nets flagged for antenna violations numbered 0.
- The routed design uses 1420 um of met2 wire.
- The run puts the antenna diode count at 0.
- The run gives the sum of routed wire length over all layers as 3570 um.
- Signal nets in the final route climb as high as met4.
- The run gives the number of detailed-route iterations in the first pass as 47.
- The post-route report lists met1 wire length as 1540 um.
- Using the TritonRoute via totals, the vias-per-cell ratio works out to 4.46.
- The run gives the routed length on met3 as 571 um.

Floorplan:
- The run gives the die height as 83.9 um.
- The run gives the initial core utilization as 31.4%.
- The chip occupies 7050 um^2.
- According to the I/O placement log, the pin count is 73.
- From left edge to right edge, the die measures 83.9 um.
- The run gives the standard-cell row count as 29.
- After floorplanning, the core was sized to cover 6420 um^2.

Synthesis:
- The run puts the xor/xnor share of the synthesized area at 5.65%.
- Grouping non-sequential cells by family puts the most area in simple AND/OR/NAND/NOR gates.
- Counting distinct cell types in the post-synthesis netlist gives 31.
- The run puts the per-instance average area after synthesis at 15.0 um^2.
- In the post-synthesis netlist, the biggest area contributors are edfxtp_1 70%, xnor2_1 3.5%, nor2_1 3.4%.
- The run puts the total number of yosys warnings at 1.
- The cell type that accounts for the most area after synthesis is edfxtp_1.
- The run puts the register bit total from synthesis at 49.
- The run gives the post-synthesis chip area from yosys as 2010 um^2.
- The portion of synthesized area spent on multiplexers is 0%.
- The run gives the adder and majority gate portion of the synthesized area as 1.24%.
- The run gives the cell count after synthesis as 134.
- The run puts the aoi/oai-family share of the synthesized area at 2.98%.
- The run gives the portion of synthesized cell area occupied by the leading cell type as 70.1%.
- The run puts the combined area of all synthesized cells at 2010 um^2.
- The run puts the area fraction in and, or, nand and nor cells at 13.9%.
- For this run, the register share of the synthesized area comes to 72.5%.
- For this design, Yosys synthesis ends with a cell count of 134.

Critical path:
- The run gives the kind of critical path as in -> reg.
- According to the timing report, the arrival time at the worst endpoint equals 2150 ps.
- The run puts the slack of the worst reg-to-reg path at 1630 ps.
- The run gives the data required time of the worst path as 3750 ps.
- The run gives the critical path launch point type as an input pin.
- STA classifies the critical path endpoint as a flop.
- The run gives the largest fanout on the critical path as 9.

Clock network:
- Looking at the post-CTS report, the setup buffer insertion count equals 0.
- The run puts the H-tree depth reported by CTS at 2.
- The run puts the clock transition time at the flip-flop clock pins of the worst setup and hold paths at 90 ps.
- The run puts the number of CTS-inserted buffers at 5.
- TritonCTS built the clock tree.
- The run puts the post-CTS resize count at 0.
- The run gives the clock root buffer master as clkbuf_8.
- The run puts the count of hold buffers inserted by post-cts repair at 0.
- For this design, the sink count on the clock tree is 49.
- The run puts the insertion delay to the later sink of the worst-skew pair at 300 ps.
- The run puts the maximum clock insertion buffer count at 2.

Final timing:
- Across the routed clock network, the largest skew measured is 7.25 ps.
- The run puts the sum of negative setup slack at 0 ps.
- The most critical hold endpoint after final layout shows a slack of 495 ps.
- The run puts the achievable frequency at 0.475 GHz.
- Counting I/O delays and the setup requirement, the final critical path takes 2100 ps.
- The run puts the number of pins exceeding their max-slew limit in the final report at 0.
- The run gives the slew at the pin closest to its max-slew limit as 597 ps.
- The run gives the final count of hold timing violations as 0.
- The run gives the share of the clock period used by the worst path as 56.9%.
- Setup repair after global routing left no endpoint under its margin.
- The run gives the relative slew slack as 60.1%.
- The run puts the total of endpoints with negative setup slack in the final report at 0.

Global routing:
- Overall routing resource usage recorded by global route was 11.1%.
- The run puts the largest net degree at the start of global routing at 29.
- The run puts the number of global-route vias before repair at 1181.
- The first global-routing pass estimated 5910 um of wire.
- For this run the aggregate overflow at the end of global routing stands at 0.
- The run gives the initial antenna violation count as 0.

Min path:
- The run gives the path type of the worst min-delay path as reg -> reg.

Flow run:
- The run gives the stage-log warning count as 32.
- The number of maximum-capacitance violations recorded for the run is 0.

Cells and area:
- The run gives the post-layout instance area as 2850 um^2.
- Ranking logic cells in the layout by count gives the top entries 62 x clkdlybuf4s50_1, 47 x edfxtp_1, 18 x nor2_1.
- Leaving out fill and tap cells, the most frequent cell in the layout is clkdlybuf4s50_1.
- The run puts the fraction of layout instances using a drive strength above 1 at 8.87%.
- Per the run report, area growth between synthesis and finish was 41.3%.

Power:
- Total power normalized to cell area comes to 417 nW/um^2.
- The run gives the cell leakage power as 0.967 nW.
- In this run the VDD rail shows a maximum IR drop of 0.208 mV.

Place:
- The run puts the last weighted congestion value of the routability-driven placer at 0.768.
- The run puts the post-place instance area at 2710 um^2.
- The run puts the detailed placement HPWL at 2490 um.
- The run puts the number of buffer cells added on primary ports at 62.
-- layer usage --
layer  up-vias  global-route usage (%)
met5         -                       0
met2        62                    15.1
li1        615                       -
met4         0                    1.10
met1       567                    19.1
met3         5                    3.51
-- where the power goes --
| group | internal (mW) | leakage [nW] | switching, mW |
|---|---|---|---|
| Combinational | 0.0610 | 0.438 | 0.0266 |
| Clock | 0.272 | 0.0687 | 0.179 |
| Sequential | 0.634 | 0.460 | 0.0139 |
-- cell type report --
cell class	instances	area (um^2)
well taps	77	96.3
inverters	4	15.0
multi-input cells	77	493
clock buffers	5	68.8
flip-flops and latches	49	1460
clock inverters	3	68.8
fillers	573	3580
repair buffers	65	643
-- worst max-delay path, stage by stage --
cell and delay, ps:
clkdlybuf4s50_1 460, nor2_1 500, buf_4 280, nor2_1 50, nand2_1 50, o21ai_0 60
-- cells by family after synthesis --
logic type	after synthesis
buffers and inverters	10
flip-flops	49
AND-OR/OR-AND	8
XOR/XNOR	13
other	2
AND/OR/NAND/NOR	50
adder cells (fa/ha/maj)	2
-- cell usage after synthesis (all sizes together) --
cell type,count
a21oi,1
a31oi,1
a41oi,1
and2,1
and3,2
and4,2
buf,6
conb,2
dfrtp,2
edfxtp,47
ha,2
inv,4
nand2,6
nand3,5
nand4,4
nor2,19
nor2b,2
nor3,5
nor4,3
o211ai,1
o21a,1
o21ai,2
o31ai,1
or2,1
xnor2,8
xor2,5
-- flip-flops by register name, indices dropped and copies added, names as in the netlist --
signal                  flops
aso_out0_startofpacket      1
tPacketState                1
tInnerState                 1
aso_out0_endofpacket        1
aso_out0_valid              1
aso_out0_data              28
tBytesCounter              16
-- metrics by stage --
stage,setup slack [ps],utilization [%],total power [mW],cells
finish,1600,44.3,1.19,280
global route,1420,44.3,1.24,280
CTS,1600,44.3,1.21,280
detailed placement,1270,42.2,0.749,272
global placement,1300,42.2,0.748,272
floorplan,1500,-,0.684,136
-- path summary, 6_finish.rpt --
| check | from | endpoint | cells past startpoint |
|---|---|---|---|
| hold / removal | tPacketState | tPacketState | 1 |
| min in group asynchronous | reset_reset | tInnerState | 2 |
| setup reg to reg | tBytesCounter[1] | aso_out0_data[6] | 6 |
| setup / recovery | asi_in0_valid | tBytesCounter[15] | 6 |
| hold reg to reg | tPacketState | tPacketState | 1 |
| max in group asynchronous | reset_reset | tPacketState | 2 |
Power and IR drop assume default switching activity.
