File: design.v
`timescale 1 ps / 1 ps
module OFDM_Symbol_Sync (
		output wire        sample_clock_reset,  
		input  wire        clock_clk,              
        input  wire        reset_reset,
		input  wire [31:0] asi_in0_data,            
		input  wire        asi_in0_valid,           
		input  wire        asi_in0_endofpacket,     
		input  wire        asi_in0_startofpacket,   
		output wire [31:0] aso_out0_data,           
		output reg         aso_out0_valid,          
		output reg         aso_out0_endofpacket,    
		output reg         aso_out0_startofpacket,  
		output  reg        pre_sampling             
	);
    wire signed [13:0]tRealData;
    wire signed [13:0]tImagData;
    assign tRealData=asi_in0_data[31:18];
    assign tImagData=asi_in0_data[17:4];
    always @ (posedge clock_clk or posedge reset_reset)begin
        if(reset_reset)begin
            pre_sampling<=1;
            sample_clock_reset<=1;
        end
        else begin
            if(!sample_clock_reset)
                sample_clock_reset<=1;
            if(pre_sampling)begin
                if(asi_in0_valid)begin
                    if(tRealData>14'h1fff && tImagData<14'h1fff)begin
                        pre_sampling<=0;
                        sample_clock_reset<=0;
                    end
                end
            end
            else begin
                if(asi_in0_startofpacket)
                    aso_out0_startofpacket<=1; 
                if(asi_in0_endofpacket)begin
                    aso_out0_endofpacket<=1;
                    pre_sampling<=1;
                end
                if(aso_out0_endofpacket)
                    aso_out0_endofpacket<=0;
                if(aso_out0_startofpacket)
                    aso_out0_startofpacket<=0;
                aso_out0_data<=asi_in0_data;
                aso_out0_valid<=asi_in0_valid;
            end
        end
    end
endmodule
File: run.sh
#!/bin/bash
# OpenROAD 26Q1-2900-gdf79404cd8, Yosys 0.63+post, stock flow scripts
make -C /OpenROAD-flow-scripts/flow DESIGN_CONFIG=/design/flow/config.mk WORK_HOME=/design/flow/orfs finish
File: config.mk
export PLATFORM = sky130hd
export DESIGN_NAME = OFDM_Symbol_Sync
export DESIGN_NICKNAME = OFDM_Symbol_Sync
export VERILOG_FILES = /design/flow/design.v
export SDC_FILE = /design/flow/constraint.sdc
export NUM_CORES = 4
export LEC_CHECK = 1
export CORE_UTILIZATION = 30
File: constraint.sdc
current_design OFDM_Symbol_Sync

set clk_period 4.6
set clk_io_pct 0.2

create_clock -name clk0 -period $clk_period [get_ports {clock_clk}]

set non_clock_inputs [all_inputs -no_clocks]
set_input_delay [expr $clk_period * $clk_io_pct] -clock clk0 $non_clock_inputs
set_output_delay [expr $clk_period * $clk_io_pct] -clock clk0 [all_outputs]
==> reports/metrics.yaml <==
area_delta_synth_final_pct: 75.1
use_met2_pct: 16.8
tritoncts: "built"
grt_pass1_wl_um: 3710
fill_cells: 302
synth_cell_types: 12
setup_ws_ns: 2.34
cellInternalPower_uw: 535
via_count: 766
clk_latency_ns: 0.28
critPathMaxFanout: 4
place_area_um2: 1990
drc_errors: 0
status: "finished clean"
yosysCellCount: 49
fp.coreArea_um2: 3720
port_buffers: 73
slew_headroom_pct: 71.7
seqPwrFrac_pct: 59.1
combPwrFrac_pct: 9.2
use_met3_pct: 8.93
dp_hpwl_um: 1760
grt_use_met1_pct: 18.9
holdBufCountCts: 0
synth_flops: 37
gr-total-overflow: 0
peakVddDrop_mv: 0.140
cp_slowest_stage_delay_ns: 0.58
setup_tns_ns: 0
first_global_vias: 735
diodes: 0
fp_util_pct: 31.8
post_cts_buffers: 0
ant_nets: 0
drive_gt1_share_pct: 9.16
finalNonFillerCells: 179
wirelength_um: 2370
min_period_ns: 2.26
clk_pin_slew_ns: 0.07
synth_area_um2: 1180
power.leakage_nw: 0.695
dieArea_um2: 4190
switching_share_pct: 18.3
cap_violations: 0
wl_per_cell_um: 13.2
grt_max_degree: 36
die_x_um: 64.7
rsz0062_at_grt: "false"
numCtsBuffers: 5
gr-max-usage-layer: "met1"
critPathBufInv: 1
slowest_stage: "dfstp_2"
synth_chip_area_um2: 1180
drt_iter0_markers: 54
power.density_nw_per_um2: 317
clock_sinks: 37
end_kind: "output pin"
ioPinCount: 74
final-setup-viol-count: 0
crit_family: "flip-flops"
htreeDepth: 2
via_per_inst: 4.28
first_pass_iters: 2
avgSynthCellArea_um2: 24.1
die_h_um: 64.7
cts_resized: 0
cp.arrival_ns: 1.34
path_class: "reg2out"
pwr-share-clk_pct: 31.7
dp.cells: 171
p_sw_uw: 120
hold_viol: 0
start_kind: "register"
synth_cells: 49
ys_seq_share_pct: 93.4
cts_root_buf: "clkbuf_8"
fmax_mhz: 442
grtUsageTotal_pct: 12.8
min_from: "aso_out0_endofpacket"
power_uw: 655
num_rows: 22
fin_area_um2: 2070
crit_chain: "clkdlybuf4s50_1"
worstPathRequired_ns: 3.68
skew_ns: 0.00487
reg2reg_from: "pre_sampling"
warnings: 25
cts_max_path_buffers: 2
period_used_pct: 49.2
preCtsSetupSlack_ns: 2.36
slew_viol_final: 0
cp-startpoint: "pre_sampling"
place_congestion: 0.771
worst_pin_slew_ns: 0.424
synth-warning-count: 5
hold_class: "reg2reg"
antenna_found_initial: 0
## Yosys cell counts
library cell  instances  area (um2)
edfxtp_1             35        1050
dfstp_2               2        52.6
nand4_1               2        12.5
nor2b_1               2        12.5
inv_1                 1        3.75
nand2_1               1        3.75
nand3_1               1        5.00
nand4b_1              1        8.76
nor2_1                1        3.75
nor4_2                1        12.5
o22a_1                1        8.76
or2_2                 1        6.26
## area by class of cell
cell class | instances | area, um2 | share of cell area, %
inverter | 1 | 3.75 | 0.181
clock buffer | 7 | 76.3 | 3.69
tap | 48 | 60.1 | 2.90
sequential | 37 | 1100 | 53.4
clock inverter | 1 | 5.00 | 0.242
timing repair buffer | 74 | 738 | 35.7
multi-input combinational | 11 | 81.3 | 3.93
## sequential cells by signal (all words and copies together), names as in the netlist
signal	cells
aso_out0_data	32
aso_out0_endofpacket	1
aso_out0_valid	1
aso_out0_startofpacket	1
sample_clock_reset	1
pre_sampling	1
## stage by stage
| step | hold slack, ns | utilization [%] |
|---|---|---|
| detailed placement | 0.554 | 53.5 |
| finish | 0.556 | 55.7 |
| CTS | 0.564 | 55.7 |
| global route | 0.571 | 55.7 |
| global placement | 0.545 | 53.5 |
| floorplan | 0.504 | - |
## power by group through the flow
| stage | logic [mW] | clock network (mW) | registers, mW |
|---|---|---|---|
| 6_report | 0.0603 | 0.208 | 0.387 |
| 4_1_cts | 0.0611 | 0.216 | 0.387 |
| 5_1_grt | 0.0656 | 0.232 | 0.388 |
## path summary, 6_finish.rpt
kind                       cells after the start  slack [ns]                    to
max                                            1        2.34          pre_sampling
max in group asynchronous                      2        3.52          pre_sampling
min                                            1        0.56  aso_out0_endofpacket
max reg2reg                                    2        3.37      aso_out0_data[5]
min in group asynchronous                      2        1.06    sample_clock_reset
min reg2reg                                    1        0.56  aso_out0_endofpacket
## kinds of logic after synthesis
group / synth area share (%)
flops: 93.4
compound gates: 0.742
buf+inv: 0.317
simple gates: 5.51
## placed cells by master (no fill, tap or decap)
cell type / Yosys / final
edfxtp_1: 35 / 35
or2_2: 1 / 1
dfstp_2: 2 / 2
buf_4: 0 / 1
nor4_2: 1 / 1
clkinv_2: 0 / 1
nor2b_1: 2 / 2
clkdlybuf4s50_1: 0 / 73
nand2_1: 1 / 1
nand4b_1: 1 / 1
nand3_1: 1 / 1
o22a_1: 1 / 1
nand4_1: 2 / 2
inv_1: 1 / 1
nor2_4: 0 / 1
clkbuf_8: 0 / 5
clkbuf_1: 0 / 2
## metal layers
layer	routed length, um	share of wire [%]	vias up
met3	458	19	5
met2	994	42	55
li1	-	-	354
met5	0	0	-
met4	40	1.7	0
met1	876	37	352
No activity file was given, so power comes from the tool's default toggle rates.
